`design/flow/config.mk`:
```
export PLATFORM = sky130hd
export DESIGN_NAME = ID_EX
export DESIGN_NICKNAME = ID_EX
export VERILOG_FILES = /design/flow/design.v
export SDC_FILE = /design/flow/constraint.sdc
export NUM_CORES = 4
export LEC_CHECK = 1
export CORE_UTILIZATION = 30
```
`design/flow/constraint.sdc`:
```
current_design ID_EX

set clk_period 1.0
set clk_io_pct 0.2

create_clock -name clk0 -period $clk_period [get_ports {clk}]

set non_clock_inputs [all_inputs -no_clocks]
set_input_delay [expr $clk_period * $clk_io_pct] -clock clk0 $non_clock_inputs
set_output_delay [expr $clk_period * $clk_io_pct] -clock clk0 [all_outputs]
```
`design/flow/design.v`:
```
module ID_EX(
	input clk,
	input [3:0] alu_op_i,
	input write_mem_i,
	input write_reg_i,
	input read_mem_i,
	input	[7:0] data1_i,
	input [7:0] data2_i,
	input [7:0] dataD_i,
	input [2:0] reg1_i,
	input [2:0] reg2_i,
	input [15:0]jmpLoc_i,
	input [3:0] opcode_i,
	input [2:0] imm_i,
	input [2:0] regD_i,
	input branchTaken_i,
	output reg [3:0] alu_op_o,
	output reg write_mem_o,
	output reg write_reg_o,
	output reg read_mem_o,
	output reg [7:0] data1_o,
	output reg [7:0] data2_o,
	output reg [7:0] dataD_o,
	output reg [2:0] reg1_o,
	output reg [2:0] reg2_o,
	output reg [15:0]jmpLoc_o,
	output reg [3:0] opcode_o,
	output reg [2:0] imm_o,
	output reg [2:0] regD_o
);
always_ff @ (posedge clk ) begin
		alu_op_o <= alu_op_i;
		write_mem_o <= write_mem_i;
		write_reg_o <= write_reg_i;
		read_mem_o <= read_mem_i;
		data1_o <= data1_i;
		data2_o <= data2_i;
		dataD_o <= dataD_i;
		reg1_o <= reg1_i;
		reg2_o <= reg2_i;
		jmpLoc_o <= jmpLoc_i;
		opcode_o <= opcode_i;
		imm_o <= imm_i;
		regD_o <= regD_i;
end
endmodule
```
`design/flow/run.sh`:
```
#!/bin/bash
# OpenROAD 26Q1-2900-gdf79404cd8, Yosys 0.63+post, stock flow scripts
make -C /OpenROAD-flow-scripts/flow DESIGN_CONFIG=/design/flow/config.mk WORK_HOME=/design/flow/orfs finish
```
==> results.cfg <==
; flow metrics
[status]
status = finished clean

[sta]
period_needed_ns = 0.934
fin_tns_setup_ns = 0
worst_slack_ns = 0.0665
timing.final.setup_violations = 0
drv_slew = 0
relSlewSlack_pct = 93.1
tightestPinTransition_ns = 0.104
post-route-period-util_pct = 93.4
hold_viol = 0
fmax_mhz = 1070
rsz0062_at_grt = false

[global_route]
grt_pass1_vias = 905
grt_overflow = 0
antenna_found_initial = 0
grt_max_degree = 10
grt_pass1_wl_mm = 3.91
track_usage_pct = 12.6

[synth]
syn_avg_cell_area_um2 = 20.0
synth_flops = 63
ys_seq_share_pct = 100
yosys-stat-cells = 63
yosys-top-cells-area = dfxtp_1 100%
synth_cell_types = 1
synth_area_um2 = 1260
top_area_cell = dfxtp_1
synth_cells = 63
top_area_share_pct = 100
ys_warn_count = 1
synth_chip_area_um2 = 1260

[setup_path]
cp_max_fo = 1
critical_path_class = reg2out
cpPeakStageDelay_ns = 0.31
cp.required_ns = 0.80
start_kind = register
critPathArrivalTime_ns = 0.73
end_kind = output pin
path_delay_family = flip-flops
path_buffers = 1
crit_slowest_cell = dfxtp_2
crit_chain = buf_2

[clocking]
clockBufferDepth = 2
cts_root_buffer = clkbuf_8
clk_pin_slew_ns = 0.05
cts_setup_buffers = 0
cts_buffers = 9
htree_num_levels = 3
ctsHoldBuffers = 0
postCtsResizedCells = 189
clock_sinks = 63
cts_tree = done

[die]
dieWidth_um = 66.8
ios = 128
die_area_um2 = 4470
die.size.y_um = 66.8
core-area_um2 = 4030
fp_util_pct = 31.3
num_rows = 23

[place]
pre_cts_ws_ns = 0.0269
place.gp.congestion = 0.684
io_buffers = 126
hpwl_mm = 2.20
dp_cells = 239

[power_and_ir_drop]
power_frac_clock_pct = 35.5
comb_power_share_pct = 7.2
p_switching_uw = 864
power_density_nw_per_um2 = 1930
ir_drop_uv = 1440
leakage_uw = 0.00110
p_total_uw = 4670
swShare_pct = 18.5
p_seq_share_pct = 57.3
internal_power_uw = 3800

[final_layout]
drive_gt1_share_pct = 39.4
stdcell_count = 253
num-multi-input-gates = 0
syn_to_final_growth_pct = 92.1
logic_area_um2 = 0

[detailed_routing]
vias = 971
drtAntennaViolNets = 0
remaining_drc_errors = 0
wl_mm = 2.84
wire_per_inst_um = 11.2
diodes = 0
drt_iter0_drc = 14
dr.pass1.iters = 2
viasPerCell = 3.84

[flow_run]
warnings = 27
drv_cap = 0

[worst_hold_path]
hold_depth = 1
min-delay-start = data1_i[4]
holdPathEnd = data1_o[4]$_DFF_P_
min_path_type = in2reg
-- cell type report --
class / count / area, um2
fill: 349 / 1610
sequential: 63 / 1270
timing repair buffer: 126 / 946
clock buffer: 12 / 135
tap: 50 / 62.6
clock inverter: 2 / 10.0
-- cell usage after synthesis, drive strengths merged --
master  count
dfxtp      63
-- how the worst max path moves through the flow --
stage     slack [ns]               start  cells after the start          to
5_1_grt         0.02   reg2_o[0]$_DFF_P_                      1   reg2_o[0]
6_report        0.07  data1_o[4]$_DFF_P_                      1  data1_o[4]
4_1_cts      0.00002  data1_o[5]$_DFF_P_                      1  data1_o[5]
-- logic make-up after synthesis --
group / share of synthesized area [%]
flops: 100
-- metrics by stage --
stage                     util, %  cell area, um2  hold WS, ns
after CTS                    60.6            2440        0.297
final                        60.1            2420        0.315
after global routing         60.1            2420        0.288
after global placement       64.2            2580        0.649
after detailed placement     64.2            2580        0.652
after floorplan                 -            1260        0.228
-- per-layer routing --
layer	GRT usage, %	up-vias	routed length, um
met4	2.13	0	31
met2	21.0	77	1440
li1	-	465	-
met1	11.3	425	808
met5	0	-	0
met3	11.3	4	563
-- power by group through the flow --
stage         Combinational, uW  Clock [uW]  Sequential [uW]
global route                366        1850             2690
finish                      334        1660             2670
CTS                         345        1740             2680
-- cell usage in the layout, fill, tap and decap left out --
cell type,Yosys,final
dfxtp_2,0,6
clkbuf_1,0,3
clkdlybuf4s50_1,0,63
buf_2,0,59
clkinv_2,0,2
clkbuf_8,0,9
dfxtp_1,63,57
clkbuf_2,0,4
-- flip-flops by register name, summed over array words and instances, names as in the netlist, 4 cells and up --
signal	cells
jmpLoc_o	16
data1_o	8
data2_o	8
dataD_o	8
alu_op_o	4
opcode_o	4
No activity file was given, so power comes from the tool's default toggle rates.
