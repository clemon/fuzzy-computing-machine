<file path="design/flow/config.mk">
export PLATFORM = sky130hd
export DESIGN_NAME = regfile
export DESIGN_NICKNAME = regfile
export VERILOG_FILES = /design/flow/design.v
export SDC_FILE = /design/flow/constraint.sdc
export NUM_CORES = 4
export LEC_CHECK = 1
export CORE_UTILIZATION = 40
</file>
<file path="design/flow/constraint.sdc">
current_design regfile

set clk_period 4.5
set clk_io_pct 0.2

create_clock -name clk0 -period $clk_period [get_ports {clk}]

set non_clock_inputs [all_inputs -no_clocks]
set_input_delay [expr $clk_period * $clk_io_pct] -clock clk0 $non_clock_inputs
set_output_delay [expr $clk_period * $clk_io_pct] -clock clk0 [all_outputs]
</file>
<file path="design/flow/design.v">
module regfile(
	input [2:0] sourceReg1_i,
	input [2:0] sourceReg2_i,
	input [2:0] destReg_i,
	input writeFlag_i,
	input overFlag_i,
	input [7:0] data_i,
	input [7:0] over_i,
	input clk,
	output reg [7:0] data1_o,
	output reg [7:0] data2_o,
	output reg [7:0] dataD_o,
	output reg [7:0] r0,
	output reg [7:0] r1,
	output reg [7:0] r2,
	output reg [7:0] r3,
	output reg [7:0] r4,
	output reg [7:0] r5,
	output reg [7:0] r6,
	output reg [7:0] r7
);
reg [7:0] registers [7:0];
assign data1_o = registers[sourceReg1_i];
assign data2_o = registers[sourceReg2_i];
assign dataD_o = registers[destReg_i];
assign r0 = registers[0];
assign r1 = registers[1];
assign r2 = registers[2];
assign r3 = registers[3];
assign r4 = registers[4];
assign r5 = registers[5];
assign r6 = registers[6];
assign r7 = registers[7];
initial begin
	registers[0] = 8'd0;
	registers[1] = 8'b00000000;
	registers[2] = 8'b00000000;
	registers[3] = 8'b00000000;
	registers[4] = 8'b00000000;
	registers[5] = 8'b00000000;
	registers[6] = 8'b00000000;
	registers[7] = 8'b00000000;
end
always_ff @ (negedge clk)
begin
	if (writeFlag_i == 1)
	begin
		registers[destReg_i] <= data_i;
		if (overFlag_i == 1) registers[0] <= registers[0] + over_i;
	end
end
endmodule
</file>
<file path="design/flow/run.sh">
#!/bin/bash
# OpenROAD 26Q1-2900-gdf79404cd8, Yosys 0.63+post, stock flow scripts
make -C /OpenROAD-flow-scripts/flow DESIGN_CONFIG=/design/flow/config.mk WORK_HOME=/design/flow/orfs finish
</file>
==> out/metrics.cfg <==
[placement]
portBuffers = 115
dpl.hpwl_um = 9770
pre_cts_slack_ns = -0.483
dp.cells = 616
place_congestion = 0.925

[critical_path]
path_class = register to output pin
ff2ff_setup_slack_ns = 2.25
arrival_ns = 4.04
worstReg2RegEnd = registers[0][6]$_DFFE_NP_
start_kind = register
required_ns = 3.60
endpoint_kind = output pin
r2r_start = registers[0][6]$_DFFE_NP_
path_max_fanout = 3
rr_worst_depth = 9

[logic_synthesis]
synth_cell_type_count = 43
ys_chip_area_sq_um = 4050
ys_seq_share_pct = 47.5
netlist.area_leader.share_pct = 47.5
most_common_cell = edfxtp_1
synth_cells = 259
yosys-top-cells-area = edfxtp_1, mux4_1, mux2_2
numSynthFlops = 64
edf_count = 64
ys_cells = 259
ys_warn_count = 12
syn_area_sq_um = 4050
common_cells = edfxtp_1, mux2_2, mux4_1
synthArstFlopShare_pct = 0
avgSynthCellArea_sq_um = 15.6
largest_area_cell = edfxtp_1
flop_cell = edfxtp_1

[clocking]
cts_hold_buf = 0
root_buffer = clkbuf_8
cts_htree_levels = 3
clock_latency_ns = 0.38
numCtsBuffers = 9
clock-sinks = 64
clk_pin_slew_ns = 0.03
cts_max_path_buffers = 2
cts_tree = yes

[floorplanning]
die_x_um = 103
ios = 116
coreArea_sq_um = 9770
fp.dieH_um = 103
std_cell_rows = 36
chipArea_sq_um = 10500
fp-utilization_pct = 41.4

[timing]
maxSlewViolCount = 0
final.setup.tns_ns = -9.06
fin_ws_ns = -0.443
rsz0062_at_grt = true
finClkSkew_ns = 0.00524
relSlewSlack_pct = 17.1
worst_pin_slew_ns = 1.24
hold_viol_final = 0
setup_viol = 25

[min_path]
worstHoldPathCells = 4
hold_start = registers[0][0]$_DFFE_NP_
whs_endpoint = registers[0][0]$_DFFE_NP_
hp-class = register to register

[cells_and_area]
logic_area_sq_um = 2220
synthToLayoutAreaGrowth_pct = 84.3
reg_top3 = registers (64)
fin_cells = 773
flop_area_sq_um = 1920
layout-drive-gt1-share_pct = 56.1
fillers = 607
regMostFlops = registers
largest_register_ffs = 64

[power]
switching_share_pct = 29.9
power.leakage_nw = 3.49
power_density_nw_per_um2 = 247
p_seq_share_pct = 38.6
p_int_mw = 1.29
clkPwrFrac_pct = 37.1
power.switching_uw = 551
combPwrFrac_pct = 24.3
ir_drop_v = 0.000162

[drt]
drt-pass1-iter-count = 6
drt-total-wl_um = 14400
drt_iter0_markers = 142
drtAntennaViolNets = 0
drc_errors = 0
n_antenna_cell = 0
vias_per_cell = 5.16
route.vias.total = 3990
wl_per_cell_um = 18.7

[global_routing]
antenna_found_initial = 0
gr-total-overflow = 0
grt_pass1_wl_um = 21100
grt_util_all_layers_pct = 29.6
grt_max_degree = 20
first_global_vias = 4229

[outcome]
status = finished, violations left
violations = setup timing

[job]
maxCapViolCount = 0
warnings = 91

[worst max-delay path by stage]
stage | startpoint | to | slack [ns] | cells past startpoint
4_1_cts | registers[3][5]$_DFFE_NP_ | data1_o[5] | -0.45 | 4
5_1_grt | registers[5][5]$_DFFE_NP_ | data1_o[5] | -0.51 | 4
6_report | registers[3][5]$_DFFE_NP_ | data1_o[5] | -0.44 | 4
[repair_timing]
action,4_1_cts,5_1_grt
resized,247,61
setup endpoints to repair,73,59
setup buffers,76,23
pin swaps,25,14
[worst max-delay path, cell delays in order, from the launching register on]
cell	delay, ns
edfxtp_1	0.41
buf_4	0.15
mux4_2	0.47
mux2_4	0.28
buf_2	0.11
[cells by family (layout without fill, tap and decap cells)]
logic type / after synthesis / count (layout) / share of synthesized area, %
XOR/XNOR: 3 / 3 / 0.649
multiplexers: 66 / 66 / 30.5
adder cells (fa/ha/maj): 8 / 8 / 2.66
AND/OR/NAND/NOR: 41 / 41 / 5.53
flip-flops: 64 / 64 / 47.5
buffers and inverters: 26 / 407 / 3.80
AND-OR/OR-AND: 51 / 51 / 9.39
[routing by layer]
layer | wire, um | global-route usage (%) | share of wire (%) | vias up
met5 | 55 | 4.33 | 0.38 | -
met4 | 216 | 8.79 | 1.5 | 2
met3 | 1610 | 18.0 | 11 | 20
met2 | 6830 | 43.9 | 47 | 186
met1 | 5720 | 37.3 | 40 | 1922
li1 | - | - | - | 1860
[power groups by stage]
stage | logic, mW | registers, mW | clock network [mW]
6_report | 0.448 | 0.710 | 0.683
5_1_grt | 0.481 | 0.711 | 0.784
4_1_cts | 0.423 | 0.708 | 0.693
[cell usage in the layout (no fill, tap or decap), types with 4 or more instances in the layout]
master / count
mux2_2: 4
clkbuf_2: 8
a22oi_1: 4
a221oi_4: 5
buf_2: 22
dlymetal6s2s_1: 9
clkdlybuf4s50_1: 27
nand2b_1: 4
edfxtp_1: 64
inv_1: 67
a211o_1: 4
mux4_2: 31
nor3b_1: 4
clkdlybuf4s15_1: 5
mux2_4: 26
nor2_1: 10
o22ai_2: 5
nand2_1: 8
buf_4: 171
clkbuf_8: 9
o21ai_0: 5
a221oi_2: 7
dlygate4sd2_1: 31
buf_6: 50
[stage by stage]
stage	util, %	cell area (sq um)	hold slack [ns]	power (mW)
floorplan	-	4060	0.718	0.947
global placement	63.7	6230	0.948	1.17
detailed placement	63.7	6230	0.956	1.17
CTS	74.1	7240	1.07	1.82
global route	76.4	7460	1.12	1.98
finish	76.4	7460	1.10	1.84
[area by class of cell]
| cell class | instances | share of cell area (%) |
|---|---|---|
| Inverter | 5 | 0.251 |
| Clock inverter | 69 | 3.96 |
| Tap cell | 133 | 2.23 |
| Sequential cell | 64 | 25.7 |
| Timing Repair Buffer | 324 | 36.5 |
| Clock buffer | 9 | 1.66 |
| Multi-Input combinational cell | 169 | 29.7 |
Power figures rest on the tool's default switching activity, not on a simulated workload.
